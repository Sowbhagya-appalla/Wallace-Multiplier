File: design/flow/config.mk
export PLATFORM = sky130hd
export DESIGN_NAME = wallace
export DESIGN_NICKNAME = wallace
export VERILOG_FILES = /design/flow/design.v
export SDC_FILE = /design/flow/constraint.sdc
export NUM_CORES = 4
export LEC_CHECK = 1
export CORE_UTILIZATION = 40
File: design/flow/constraint.sdc
current_design wallace

set clk_period 5.8
set clk_io_pct 0.2

create_clock -name clk0 -period $clk_period

set non_clock_inputs [all_inputs -no_clocks]
set_input_delay [expr $clk_period * $clk_io_pct] -clock clk0 $non_clock_inputs
set_output_delay [expr $clk_period * $clk_io_pct] -clock clk0 [all_outputs]
File: design/flow/design.v
module full_adder(a,b,c,sum,carry);
input a,b,c;
output sum,carry;
assign sum=a^b^c;
assign carry = ((a&b)| (b&c)|(c&a));
endmodule 
module half_adder(a,b,sum,carry);
input a,b;
output sum,carry;
assign sum=a^b;
assign carry = (a&b);
endmodule
module wallace(a,b,out);
input [7:0] a,b; 
output [15:0] out; 
wire [7:0] p0,p1,p2,p3,p4,p5,p6,p7;
assign  p0 ={a[0]&b[7],a[0]&b[6],a[0]&b[5],a[0]&b[4],a[0]&b[3],a[0]&b[2],a[0]&b[1],a[0]&b[0]};
assign  p1 ={a[1]&b[7],a[1]&b[6],a[1]&b[5],a[1]&b[4],a[1]&b[3],a[1]&b[2],a[1]&b[1],a[1]&b[0]};
assign  p2 ={a[2]&b[7],a[2]&b[6],a[2]&b[5],a[2]&b[4],a[2]&b[3],a[2]&b[2],a[2]&b[1],a[2]&b[0]};
assign  p3 ={a[3]&b[7],a[3]&b[6],a[3]&b[5],a[3]&b[4],a[3]&b[3],a[3]&b[2],a[3]&b[1],a[3]&b[0]};
assign  p4 ={a[4]&b[7],a[4]&b[6],a[4]&b[5],a[4]&b[4],a[4]&b[3],a[4]&b[2],a[4]&b[1],a[4]&b[0]};
assign  p5 ={a[5]&b[7],a[5]&b[6],a[5]&b[5],a[5]&b[4],a[5]&b[3],a[5]&b[2],a[5]&b[1],a[5]&b[0]};
assign  p6 ={a[6]&b[7],a[6]&b[6],a[6]&b[5],a[6]&b[4],a[6]&b[3],a[6]&b[2],a[6]&b[1],a[6]&b[0]};
assign  p7 ={a[7]&b[7],a[7]&b[6],a[7]&b[5],a[7]&b[4],a[7]&b[3],a[7]&b[2],a[7]&b[1],a[7]&b[0]};
wire [15:0]pp0,pp1,pp2,pp3,pp4,pp5,pp6,pp7;
assign pp0 = {8'b0,p0};
assign pp1 = {7'b0,p1,1'b0};
assign pp2 = {6'b0,p2,2'b0};
assign pp3 = {5'b0,p3,3'b0};
assign pp4 = {4'b0,p4,4'b0};
assign pp5 = {3'b0,p5,5'b0};
assign pp6 = {2'b0,p6,6'b0};
assign pp7 = {1'b0,p7,7'b0};
half_adder mod01(pp0[1],pp1[1],s0,c0);              
full_adder mod02(pp0[2],pp1[2],pp2[2],s1,c1);       
full_adder mod03(pp0[3],pp1[3],pp2[3],s2,c2);       
full_adder mod04(pp0[4],pp1[4],pp2[4],s3,c3);       
full_adder mod05(pp0[5],pp1[5],pp2[5],s4,c4);       
full_adder mod06(pp0[6],pp1[6],pp2[6],s5,c5);       
full_adder mod07(pp0[7],pp1[7],pp2[7],s6,c6);       
half_adder mod08(       pp1[8],pp2[8],s7,c7);              
half_adder mod10(pp3[4],pp4[4],s00,c00);
full_adder mod11(pp3[5],pp4[5],pp5[5],s11,c11);
full_adder mod12(pp3[6],pp4[6],pp5[6],s22,c22);
full_adder mod13(pp3[7],pp4[7],pp5[7],s33,c33);
full_adder mod14(pp3[8],pp4[8],pp5[8],s44,c44);
full_adder mod15(pp3[9],pp4[9],pp5[9],s55,c55);
full_adder mod16(pp3[10],pp4[10],pp5[10],s66,c66);
half_adder mod17(        pp4[11],pp5[11],s77,c77);
half_adder mod18(s1,c0,s111,c111);
full_adder mod19(s2,c1,pp3[3],s222,c222);
full_adder mod20(s3,c2,s00,s333,c333);
full_adder mod21(s4,c3,s11,s444,c444);
full_adder mod22(s5,c4,s22,s555,c555);
full_adder mod23(s6,c5,s33,s666,c666);
full_adder mod24(s7,c6,s44,s777,c777);
full_adder mod25(pp2[9],c7,s55,s888,c888);
half_adder mod26(pp6[6],c11,s1111,c1111);
full_adder mod27(pp6[7],pp7[7],c22,s2222,c2222);
full_adder mod28(pp6[8],pp7[8],c33,s3333,c3333);
full_adder mod29(pp6[9],pp7[9],c44,s4444,c4444);
full_adder mod30(pp6[10],pp7[10],c55,s5555,c5555);
full_adder mod31(pp6[11],pp7[11],c66,s6666,c6666);
full_adder mod32(pp6[12],pp7[12],c77,s7777,c7777);
half_adder mod33(pp6[13],pp7[13],s8888,c8888);
half_adder mod34(s222,c111,s11111,c11111);
half_adder mod35(s333,c222,s22222,c22222);
half_adder mod36(s444,c333,s33333,c33333);
full_adder mod37(s555,c444,s1111,s44444,c44444);
full_adder mod38(s666,c555,s2222,s55555,c55555);
full_adder mod39(s777,c666,s3333,s66666,c66666);
full_adder mod40(s888,c777,s4444,s77777,c77777);
full_adder mod41(s66,c888,s5555,s88888,c88888);
half_adder mod42(s77,s6666,s99999,c99999);
half_adder mod43(pp5[12],s7777,ss11111,cc11111);
half_adder mod44(s22222,c11111,s111111,c111111);
half_adder mod45(s33333,c22222,s222222,c222222);
half_adder mod46(s44444,c33333,s333333,c333333);
full_adder mod47(s55555,c44444,c1111,s444444,c444444);
full_adder mod48(s66666,c55555,c2222,s555555,c555555);
full_adder mod49(s77777,c66666,c3333,s666666,c666666);
full_adder mod50(s88888,c77777,c4444,s777777,c777777);
full_adder mod51(s99999,c88888,c5555,s888888,c888888);
full_adder mod52(ss11111,c99999,c6666,s999999,c999999);
full_adder mod53(s8888,cc11111,c7777,ss111111,cc111111);
half_adder mod54(pp7[14],c8888,ss222222,cc222222);
half_adder mod55(s222222,c111111,ss0,cc0);
full_adder mod56(s333333,c222222,cc0,ss1,cc1);
full_adder mod57(s444444,c333333,cc1,ss2,cc2);
full_adder mod58(s555555,c444444,cc2,ss3,cc3);
full_adder mod59(s666666,c555555,cc3,ss4,cc4);
full_adder mod60(s777777,c666666,cc4,ss5,cc5);
full_adder mod61(s888888,c777777,cc5,ss6,cc6);
full_adder mod62(s999999,c888888,cc6,ss7,cc7);
full_adder mod63(ss111111,c999999,cc7,ss8,cc8);
full_adder mod64(ss222222,cc111111,cc8,ss9,cc9);
half_adder mod65(cc9,cc222222,ss10,cc10);
assign out = {ss10,ss9,ss8,ss7,ss6,ss5,ss4,ss3,ss2,ss1,ss0,s111111,s11111,s111,s0,pp0[0]};
endmodule
File: design/flow/run.sh
#!/bin/bash
# OpenROAD 26Q1-2900-gdf79404cd8, Yosys 0.63+post, stock flow scripts
make -C /OpenROAD-flow-scripts/flow DESIGN_CONFIG=/design/flow/config.mk WORK_HOME=/design/flow/orfs finish
==> reports/results.ini <==
[job]
openroad.warnings = 35
timing.max_cap.violations = 0

[setup_path]
startpoint_to_endpoint_class_of_the_critical_path = in2out
worst_setup_path_start_kind = input port
crit_arrival_ns = 6.60
critical_path.max_fanout = 5
crit_path_end_kind = primary output
required_ns = 4.64

[cells_and_area]
mostFrequentLayoutCell = fa_1
n_clock_buffer = 0
sequential_cell_count = 0
final_cell_area_sq_um = 2191
fin_util_pct = 53.99
area_growth_syn_to_layout_pct = 27.72
sequential_cell_area_sq_um = 0
finalNonFillerCells = 266
layout.cells.most_common_list = fa_1 (35), inv_1 (33), nand2_1 (30), and2_1 (23), buf_4 (21)
drive_above_1_share_pct = 32.41

[timing]
setup_repair_after_global_routing_missed_its_margin = yes
post-route-period-util_pct = 133.9
fin_worst_hold_slack_ns = 3.064
postLayoutSetupSlackWorst_ns = -1.964
worst_slew_pin_slew_ns = 0.1884
tns_ns = -8.485
final-max-slew-violation-count = 0
max-slew-margin-rel_pct = 87.40
endpoints_failing_setup = 7
fmax_ghz = 0.1288
timing_hold_violations_final = 0
final_period_minus_worst_setup_slack_ns = 7.764

[global_route]
grt_max_degree = 8
use_met2_pct = 29.58
met3_usage_pct = 1.884
global_route.peak_usage_layer = met2
groute.usage.overall_pct = 17.70
first_global_vias = 1297
grt_first_pass_wirelength_mm = 5.671
antenna_violations_before_repair = 0
globalRouteMet1Util_pct = 26.44
global_route.overflow_total = 0

[hold_path]
min-delay-path-class = in2out

[floorplanning]
coreArea_sq_um = 4058
dieArea_sq_um = 4554
initial_utilization_pct = 42.28
core.rowCount = 23
dieWidth_um = 67.49
chipHeight_um = 67.49
num_io_pins = 32

[yosys]
mappedNetlistArea_sq_um = 1715
ys_seq_share_pct = 0
ys.warnings.count = 128
synthDistinctLibCells = 9
yosys-stat-cells = 179
post_synth.cell_area_avg_sq_um = 9.583
yosys_area_sq_um = 1715
gate_count_post_synth = 179

[routing]
drt.antenna.violating_nets = 0
dr_total_vias = 1219
drt_pass1_iterations = 4
vias_per_cell = 4.583
drt-initial-drc-count = 13
wl_mm = 3.289
drc_violations = 0
num_antenna_cells = 0
wl_per_cell_um = 12.36

[placed_design]
gp_congestion = 0.9089
placedInstanceArea_sq_um = 2156
detailedPlacementHpwl_mm = 2.977
portBuffers = 32
placedCellCount = 265

[status]
violations = setup timing
run_status = finished with violations

[power_and_ir_drop]
total_leakage_power_nw = 1.106
ir_worst_vdd_v = 0.0001054
cell_area_power_density_nw_per_um2 = 191.0

[clocking]
cts_hold_repair.buffers = 0

## logic make-up (layout without fill, tap and decap cells)
kind of cell	Yosys count	count (layout)	share of synthesized area (%)
AND/OR/NAND/NOR	64	64	19.18
XOR/XNOR	2	2	1.021
buffers and inverters	51	88	14.44
adder cells (fa/ha/maj)	62	62	65.35
## worst max-delay path: stages
cell	delay, ns
buf_8	0.10
and2_4	0.15
fa_1	0.53
inv_1	0.05
fa_1	0.47
fa_1	0.51
inv_1	0.05
fa_1	0.47
fa_2	0.40
fa_2	0.35
fa_2	0.34
fa_2	0.35
fa_2	0.34
fa_2	0.35
fa_2	0.35
fa_2	0.52
buf_2	0.08
## worst paths after layout
kind	slack, ns	startpoint	depth (start not counted)	end
setup / recovery	-1.96	b[4]	17	out[14]
hold / removal	3.06	b[0]	4	out[0]
## final cells by class
type               instances  area (sq um)
fillers                  346          1867
inverters                 36         135.1
multi-input cells        128          1564
well taps                 50         62.56
repair buffers            52         429.2
## where the power goes
group,internal (mW),switching [mW],total (mW),leakage (nW)
Sequential,0,0,0,0
Combinational,0.242,0.177,0.419,1.11
Clock,0,0,0,0
Total,0.242,0.177,0.419,1.11
## layer usage
| metal | up-vias | wire length [um] |
|---|---|---|
| li1 | 578 | - |
| met1 | 603 | 1397 |
| met2 | 32 | 1696 |
| met3 | 6 | 134 |
| met4 | 0 | 62 |
| met5 | - | 0 |
## cell usage after synthesis, drive strengths merged
| cell type | count | share of area (%) |
|---|---|---|
| fa | 46 | 54 |
| inv | 36 | 7.9 |
| and2 | 33 | 12 |
| nand2 | 31 | 6.9 |
| ha | 16 | 12 |
| buf | 15 | 6.6 |
| xor2 | 2 | 1.0 |
## per-stage QoR
stage	power [mW]	worst slack, ns
final	0.4185	-1.964
after global routing	0.4937	-2.070
after CTS	0.4344	-2.310
after detailed placement	0.4749	-2.919
after global placement	0.4738	-2.893
after floorplan	0.3363	-1.790
## timing repair
action / CTS / global route
setup buffers: 1 / 0
pin swaps: 22 / 22
gates cloned: 0 / 0
gates resized: 100 / 14
endpoints found under the setup margin: 10 / 8
Power is estimated from default activity; no workload was simulated.
